==> /design/flow/design.v <==
module decoder(
  input clk,
  input srst,
  input [15:0] data_in,
  output reg bytemode,
  output reg [1:0] As,
  output reg [3:0] regno,
  output reg       reg_store,
  output reg       reg_inc,
  output reg ram_store,
  output reg ram_read,
  output reg s_store,
  output reg s_read
);
  localparam [3:0] PC = 0;
  localparam IDLE = 0;
  localparam FETCH = 1;
  localparam DECODE = 2;
  localparam MOVSOURCE = 3;
  localparam MOVDEST = 4;
  localparam ERROR = 5;
  reg [2:0] current_state;
  reg [2:0] next_state;
  always @(posedge clk) begin
    if (srst) current_state <= IDLE;
    else current_state <= next_state;
  end
  localparam LOAD_IDLE = 0;  
  localparam LOAD_INDEXPC = 1;  
  localparam LOAD_INDEXREG = 2;  
  localparam LOAD_INDIRECT = 3;  
  localparam LOAD_INCREMENT = 4;  
  localparam LOAD_DONE = 5;  
  reg [2:0] current_load_state;
  reg [2:0] next_load_state;
  always @(posedge clk) begin
    if (srst) current_load_state <= LOAD_IDLE;
    else current_load_state <= next_load_state;
  end
  wire load_done;
  assign load_done =
      (current_load_state == LOAD_DONE)
    | (current_load_state == LOAD_IDLE);
  reg  [15:0] instruction_reg;
  wire [15:0] instruction;
  assign instruction = current_state == DECODE ? data_in : instruction_reg;
  always @(posedge clk) if (current_state == DECODE) instruction_reg <= data_in;
  always @(*) begin
    next_state = ERROR;
    case (current_state)
      IDLE: next_state = FETCH;
      FETCH: next_state = DECODE;
      DECODE: begin
        if (instruction[15:12] == 4'h4)
          next_state = MOVSOURCE;
        else
          next_state = IDLE;
      end
      MOVSOURCE: next_state = load_done ? MOVDEST : MOVSOURCE;
      MOVDEST: next_state = FETCH;
    endcase
  end
  reg       do_load;
  reg [3:0] do_load_regno;
  reg [1:0] do_load_as;
  always @(*) begin
    next_load_state = LOAD_IDLE;
    if (do_load) begin
      if ((do_load_regno) == 2 & do_load_as[1])
        next_load_state = LOAD_IDLE;
      else if (do_load_regno == 3)
        next_load_state = LOAD_IDLE;
      else begin
        case (do_load_as)
          0: next_load_state = LOAD_IDLE;
          1: next_load_state = LOAD_INDEXPC;
          2: next_load_state = LOAD_INDIRECT;
          3: next_load_state = LOAD_INCREMENT;
        endcase
      end
    end
    case (current_load_state)
      LOAD_INDEXPC:   next_load_state = LOAD_INDEXREG;
      LOAD_INDEXREG:  next_load_state = LOAD_DONE;
      LOAD_INDIRECT:  next_load_state = LOAD_DONE;
      LOAD_INCREMENT: next_load_state = LOAD_DONE;
    endcase
  end
  always @(*) begin
    do_load       = 0;
    do_load_regno = 0;
    do_load_as    = 0;
    case (next_state)
      MOVSOURCE: begin
        do_load       = current_state != next_state;
        do_load_regno = instruction[11:8];
        do_load_as    = instruction [5:4];
      end
    endcase
  end
  always @(*) begin
    bytemode  = 0;
    As        = 0;
    regno     = 0;
    reg_store = 0;
    reg_inc   = 0;
    ram_store = 0;
    ram_read  = 0;
    s_store   = 0;
    s_read    = 0;
    case (current_state)
      FETCH: begin
        regno     = PC;
        reg_inc   = 1;
      end
      DECODE: begin
        ram_read  = 1;
      end
      MOVSOURCE: begin
        regno     = instruction[11:8];
        As        = instruction [5:4];
        bytemode  = instruction   [6];
        s_store   = 1;
      end
      MOVDEST: begin
        regno     = instruction [3:0];
        As        = { 1'b0, instruction[7] };
        bytemode  = instruction   [6];
        reg_store = 1;
        s_read    = 1;
      end
    endcase
    case (current_load_state)
      LOAD_INDEXPC: begin
        regno    = 0;
        reg_inc  = 1;
      end
      LOAD_INDEXREG: begin
        regno    = do_load_regno;
        As       = do_load_as;
        ram_read = 1;
      end
      LOAD_INDIRECT: begin
        regno    = do_load_regno;
        As       = do_load_as;
      end
      LOAD_INCREMENT: begin
        regno    = do_load_regno;
        As       = do_load_as;
        reg_inc  = 1;
      end
      LOAD_DONE: begin
        ram_read = 1;
      end
    endcase
  end
endmodule
==> /design/flow/run.sh <==
#!/bin/bash
# OpenROAD 26Q1-2900-gdf79404cd8, Yosys 0.63+post, stock flow scripts
make -C /OpenROAD-flow-scripts/flow DESIGN_CONFIG=/design/flow/config.mk WORK_HOME=/design/flow/orfs finish
==> /design/flow/config.mk <==
export PLATFORM = sky130hd
export DESIGN_NAME = decoder
export DESIGN_NICKNAME = decoder
export VERILOG_FILES = /design/flow/design.v
export SDC_FILE = /design/flow/constraint.sdc
export NUM_CORES = 4
export LEC_CHECK = 1
export CORE_AREA = 10 10 95 95
export DIE_AREA = 0 0 105 105
==> /design/flow/constraint.sdc <==
current_design decoder

set clk_period 4.5
set clk_io_pct 0.2

create_clock -name clk0 -period $clk_period [get_ports {clk}]

set non_clock_inputs [all_inputs -no_clocks]
set_input_delay [expr $clk_period * $clk_io_pct] -clock clk0 $non_clock_inputs
set_output_delay [expr $clk_period * $clk_io_pct] -clock clk0 [all_outputs]
==> run notes <==
run results: kind of critical path=in2out, P per Cell Area=337 nW/um^2, CP peak stage delay=0.48 ns, CTS max path bufs=2, adder share=0, total power=0.000469 W, Crit path required time=3.60 ns, max FFs per register=12, post_cts resized=0, PortBufs=29, vias post-DR=762, Tcrit/Tclk final=0.834, Detailed Place HPWL=2060 um, CP dominant cell by count=clkdlybuf4s50_1, Top-Level Pins=31, Core Rows=30, CP cell instances=clkdlybuf4s50_1 > nor4b_4 > a22oi_2 > or3_1 > o21ai_1 > clkdlybuf4s50_1, Simple-Gate Area Share=0.196, FP Util=0.142, Reg-to-Reg End=current_load_state[3], fraction of layout instances using a drive strength above 1=0.0800, synthesized instance count=97, total track usage=0.0446, Post-Route Setup TNS=0 ns, FF-to-FF path depth=5, Seq/Total Area, Yosys=0.430, WHS Path Cells=2, clock latency (worst-skew pair)=0.26 ns, first-pass GRT wire length=4110 um, per-cell routed wire length=11.4 um, post-synthesis chip area from yosys=978 um^2, Crit Path Max Fanout=4, # DRC=0, area occupied by multi-input gates=478 um^2, outcome=complete, no violations, Yosys Instances=97, Hold WC Path Type=reg2reg, Worst Hold Launch=instruction_reg[9], Async S/R FF share, synth=0, final core utilization=0.202, Hold Buf Count CTS=0, critical path's top delay family=buffers and inverters, Post-CTS Setup Inserts=0, filler instances=762, number of diodes=0, RR Startpoint=current_state[1], Hold EP=instruction_reg[9], Sink Count=21, fmax=267 MHz, vias in the first global route=792, ys flops=21, leak pwr=0.518 nW, register area=420 um^2, most frequent logic cell in the layout=clkdlybuf4s50_1, # setup viols final=0, Final Max Slew Viols=0, largest net degree at the start of global routing=13, Die X=105 um, Worst path slowest cell=clkdlybuf4s50_1, Core ar.=6910 um^2, vias per inst=3.45, RSZ-0062 raised after global routing=false, tool warning count=25, Syn Std Cell Area=978 um^2, Worst Setup Start Kind=input pin, Crit path buffers/inverters=2, max-cap viol count=0, top_reg_cell synth=dfxtp_1, Total Die Area=11000 um^2, VDD IR max=0.0956 mV, Root Driver=clkbuf_8, xor/xnor share=0, Synth cell types=37, average size of a mapped cell=10.1 um^2, most numerous logic cells after layout=29 x clkdlybuf4s50_1, 21 x dfxtp_1, 9 x nor2_1, aoi share=0.161, initial antenna violation count=0, DRT antenna net count=0, EDFF count, synth=0, Clock Skew=0.00425 ns, Synth Warn #=1, Die H=105 um, Final GP Congestion=0.812, total clock buffers created by CTS=3, global route overflow=0, Final Hold Viols=0, Synth-to-Final Area Change=42.3%, data arrival time of the worst path=2.85 ns, clock slew at reported path FFs=0.07 ns, Critical Path Sink Type=primary output, mux share=0.128, routed wire length=2510 um, CTS tree=yes, top comb family, area=simple AND/OR/NAND/NOR gates, drt pass-1 iters=4, starting DRC count in detailed routing=16, CTS H-tree lvls=1, Tmin final=3.75 ns, R2R Setup Slk=2.77 ns
[routing by layer]
layer,wire length [um],global-route usage,vias to the layer above
met2,1080,0.0654,19
met5,0,0,-
met3,240,0.0211,2
met4,10,0.00490,0
li1,-,-,395
met1,1190,0.0602,346
[worst min-delay path, delay by kind of cell (launching register included)]
family,cells,cell delay [ns]
buffers and inverters,1,0.05
multiplexers,1,0.07
flip-flops,1,0.31
[synth_stat cells (all sizes together) (2+ instances only)]
| cell | instances | area share |
|---|---|---|
| o22ai | 3 | 0.019 |
| and3 | 3 | 0.019 |
| a211oi | 2 | 0.015 |
| buf | 5 | 0.047 |
| inv | 8 | 0.031 |
| nor2b | 2 | 0.013 |
| a22oi | 3 | 0.028 |
| dfxtp | 21 | 0.43 |
| o21ai | 4 | 0.020 |
| nor2 | 9 | 0.035 |
| mux2i | 8 | 0.082 |
| or3 | 3 | 0.019 |
| mux2 | 4 | 0.046 |
| nor3 | 2 | 0.015 |
| nand2b | 3 | 0.019 |
| a21oi | 2 | 0.010 |
[where the power goes]
group          internal, W  switching (W)
Combinational    0.0000534      0.0000445
Clock            0.0000616      0.0000602
Sequential        0.000232      0.0000172
Total             0.000347       0.000122
[per-stage QoR]
stage / worst slack [ns] / hold WS, ns / cells / cell area [um^2]
floorplan: 1.81 / 0.424 / 97 / 978
global placement: 0.763 / 0.436 / 217 / 1350
detailed placement: 0.738 / 0.445 / 217 / 1350
CTS: 0.736 / 0.465 / 221 / 1390
global route: 0.610 / 0.486 / 221 / 1390
finish: 0.748 / 0.459 / 221 / 1390
[worst max-delay path by stage]
stage,start,endpoint,slack (ns),cells past startpoint
5_1_grt,data_in[12],As[0],0.61,6
4_1_cts,data_in[12],As[0],0.74,6
6_report,data_in[12],As[0],0.75,6
[final cells by class]
cell class              instances  share of cell area
multi-input cells              62               0.343
flip-flops and latches         21               0.302
repair buffers                 30               0.214
well taps                      96              0.0863
clock buffers                   3              0.0296
inverters                       8              0.0216
clock inverters                 1             0.00359
[cells by family (layout without fill, tap and decap cells)]
kind of cell / Yosys count / in the layout
flops: 21 / 21
simple gates: 29 / 29
buf+inv: 14 / 42
other cells: 1 / 1
compound gates: 20 / 20
mux: 12 / 12
Power is estimated from default activity; no workload was simulated.
