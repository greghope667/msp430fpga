--- constraint.sdc ---
current_design registers

set clk_period 8.0
set clk_io_pct 0.2

create_clock -name clk0 -period $clk_period [get_ports {clk}]

set non_clock_inputs [all_inputs -no_clocks]
set_input_delay [expr $clk_period * $clk_io_pct] -clock clk0 $non_clock_inputs
set_output_delay [expr $clk_period * $clk_io_pct] -clock clk0 [all_outputs]
--- config.mk ---
export PLATFORM = sky130hd
export DESIGN_NAME = registers
export DESIGN_NICKNAME = registers
export VERILOG_FILES = /design/flow/design.v
export SDC_FILE = /design/flow/constraint.sdc
export NUM_CORES = 4
export LEC_CHECK = 1
export CORE_UTILIZATION = 50
--- design.v ---
module registers(
  input clk,
  input srst,
  input   [3:0] regno,
  input         store,
  input  [15:0] data_in,
  output [15:0] value,
  input [1:0] As,
  input       bytemode,
  input       post_inc,
  input       sp_dec,
  input       alu_flags_store,
  input [3:0] alu_flags,
  output [15:0] flags
);
  localparam [3:0]  PC = 0;
  localparam [3:0]  SP = 1;
  localparam [3:0]  SR = 2;
  localparam [3:0] CG2 = 3;
  reg [15:0] regs [0:15];
  reg [15:0] read_value;
  always @(*) begin
    case (regno)
      SP:      read_value = sp_value;
      SR: case (As)
        0:     read_value = regs[SR];
        1:     read_value = 16'd0;
        2:     read_value = 16'd4;
        3:     read_value = 16'd8;
      endcase
      CG2: case (As)
        0:     read_value = 16'd0;
        1:     read_value = 16'd1;
        2:     read_value = 16'd2;
        3:     read_value = -16'd1;
      endcase
      default: read_value = regs[regno];
    endcase
  end
  assign value = read_value;
  reg [15:0] store_value;
  always @(*) begin
    if (post_inc) begin
      if ((regno > SP) & bytemode) store_value = read_value + 1;
      else                         store_value = read_value + 2;
    end
    else store_value = bytemode ? { 8'b0, data_in[7:0] } : data_in[15:0];
  end
  always @(posedge clk) begin
    if (srst) begin
      regs[PC] <= 0;
      regs[SR] <= 0;
    end
    else if (store | post_inc) regs[regno] <= store_value;
  end
  wire [15:0] sp_value;
  reg         sp_dec_done;
  assign sp_value = (sp_dec & ~sp_dec_done) ? regs[SP] - 2 : regs[SP];
  always @(posedge clk) begin
    sp_dec_done <= sp_dec;
    if (sp_dec & ~sp_dec_done) regs[SP] <= regs[SP] - 2;
  end
  wire [15:0] sr_updated;
  assign flags = regs[SR];
  assign sr_updated[ 2:0] = alu_flags[ 2:0];
  assign sr_updated[ 7:3] = regs[SR] [ 7:3];
  assign sr_updated[   8] = alu_flags[   3];
  assign sr_updated[15:9] = regs[SR] [15:9];
  always @(posedge clk) begin
    if (alu_flags_store) regs[SR] <= sr_updated;
  end
endmodule
--- run.sh ---
#!/bin/bash
# OpenROAD 26Q1-2900-gdf79404cd8, Yosys 0.63+post, stock flow scripts
make -C /OpenROAD-flow-scripts/flow DESIGN_CONFIG=/design/flow/config.mk WORK_HOME=/design/flow/orfs finish
==> flow_summary.ini <==
; physical design summary
[drt]
first_iter_violations = 404
post-route-drc-count = 0
totalWireLength_um = 30390
wl_per_cell_um = 27.15
num_antenna_cells = 0
routed_via_density = 6.157
vias = 6890
drt_pass1_iterations = 5
postRouteAntennaNets = 0

[clocking]
cts_num_sinks = 241
clk_latency_ns = 0.54
cts_buffers = 25
cts-resized-gates = 0
post_cts.repair.setup_buffers = 0
ctsHtreeMaxLevel = 1
cts_tree = built
cts_hold_buf = 0
clock_path_buffers = 3
path_clk_slew_ns = 0.06
root_buffer = clkbuf_16

[pwr]
intPower_mw = 2.221
power.switching_uw = 760.8
p_comb_share_pct = 13.6
p_per_area_nw_per_um2 = 235.8
p_leak_nw = 4.296
p_sw_share_pct = 25.51
clkPwrFrac_pct = 36.2
power_frac_seq_pct = 50.2
ir_drop_mv = 0.1883

[logic_synthesis]
synth_cells = 751
syn_area_um2 = 10920
edf_count = 225
numSynthFlops = 241
synthDistinctLibCells = 76
ys_seq_share_pct = 64.79
ys_cells = 751
synth_warnings = 1
synthArstFlopShare_pct = 0
yosys-stat-area_um2 = 10920
synth-main-ff-cell = edfxtp_1
avgSynthCellArea_um2 = 14.54

[sta]
whs_ns = 0.6075
tightest_slew_ns = 1.079
post-route-period-util_pct = 80.20
fin_setup_tns_ns = 0
setup_viol = 0
fin_crit_ns = 6.416
max_slew_margin_pct = 27.53
rsz0062_at_grt = no
fmax_ghz = 0.1559
clock_skew_ns = 0.01324
final-hold-violation-count = 0
finalMaxSlewViolations = 0

[die]
ios = 65
fp.dieH_um = 149.8
core_area_um2 = 21220
die_w_um = 149.8
initCoreUtil_pct = 51.47
die_area_um2 = 22440
num_rows = 53

[cells_and_area]
final_util_pct = 59.58
syn_to_final_growth_pct = 15.75
fin_cells = 1119
seq_area_um2 = 7077
lay_top_count = edfxtp_1
lay_top_cells = 225 x edfxtp_1, 67 x nor2_1, 61 x clkdlybuf4s50_1
stdcell_area_um2 = 12640
drive_gt1_share_pct = 15.40
fillers = 1651
mi_logic_area_um2 = 3517

[global_routing]
grtUsageTotal_pct = 31.01
gr-total-overflow = 0
grt_pass1_wl_um = 44390
grt_start_max_net_pins = 54
grt_pass1_vias = 7023
grt_antenna_before_repair = 0

[flow_run]
tool_warnings = 25
drv_cap = 0

[status]
status = completed

[placed_design]
place_inst = 1075
globalplace.congestion = 0.9763
io_buffer_count = 64
hpwl_um = 20790
placed_cell_area_um2 = 11890

[worst_setup_path]
worstPathRequired_ns = 6.40
reg2regPathDepth = 9
crit_path_end_kind = output port
startpoint_type = primary input
path_class = primary input to output port
arrival_ns = 4.82
path_max_fanout = 22

[worst_hold_path]
hold_depth = 3
hold_class = flip-flop to flip-flop
-- path summary, 6_finish.rpt --
kind / startpoint / end / slack, ns
worst min register to register: regs[1][15]$_DFF_P_ / regs[1][15]$_DFF_P_ / 0.61
worst min-delay path: regs[1][15]$_DFF_P_ / regs[1][15]$_DFF_P_ / 0.61
worst max-delay path: regno[2] / value[7] / 1.58
worst max register to register: regs[1][3]$_DFF_P_ / regs[11][15]$_DFFE_PP_ / 3.88
-- flip-flops by register name (all words and copies together) (netlist names) --
register and count:
regs 240, sp_dec_done 1
-- Yosys cell counts, drive strengths merged, types with 13 or more instances --
cell / number / area share [%]
edfxtp: 225 / 62
nor2: 69 / 2.4
mux2i: 52 / 4.8
a21oi: 36 / 1.6
nand3: 29 / 1.5
buf: 28 / 1.8
mux4: 27 / 5.6
nand2: 26 / 0.89
inv: 24 / 0.82
nor3: 24 / 1.5
o21ai: 22 / 1.0
clkbuf: 16 / 0.55
dfxtp: 16 / 2.9
xor2: 13 / 1.0
-- logic make-up (layout without fill, tap and decap cells) --
kind of cell             after synthesis  count (layout)  synth area share [%]
buffers and inverters                 68             161                 3.139
AND-OR/OR-AND                        126             126                 8.259
multiplexers                          82              82                 10.64
XOR/XNOR                              23              23                 1.844
adder cells (fa/ha/maj)                3               3                0.3437
AND/OR/NAND/NOR                      208             208                 10.99
flip-flops                           241             241                 64.79
-- final cells by class --
cell class              instances  share of cell area (%)
inverters                      24                  0.7125
multi-input cells             442                   27.82
clock buffers                  33                   5.186
clock inverters                11                  0.8016
repair buffers                 93                   6.789
flip-flops and latches        241                   55.97
well taps                     275                   2.721
-- per-stage QoR --
step | power, mW | worst slack [ns]
3_3_place_gp | 1.924 | 1.638
6_report | 2.982 | 1.584
4_1_cts | 2.999 | 1.659
2_1_floorplan | 1.760 | 3.274
3_5_place_dp | 1.927 | 1.678
5_1_grt | 3.095 | 1.462
-- power groups by stage --
stage / sequential, mW / combinational [mW] / clock [mW]
6_report: 1.50 / 0.407 / 1.08
5_1_grt: 1.50 / 0.445 / 1.15
4_1_cts: 1.50 / 0.408 / 1.09
-- critical path, cell delays in order --
cell and delay [ns]:
clkdlybuf4s50_1 0.69, buf_4 0.39, nor2_1 0.11, nand3_1 0.57
a21oi_1 0.11, a221oi_2 0.70, clkdlybuf4s50_1 0.61
-- metal layers --
layer	up-vias	GRT usage, %	wire length, um
met5	-	1.591	36
met4	2	8.990	1146
met3	58	18.60	4522
met2	407	42.64	13440
met1	3341	44.97	11230
li1	3082	-	-
No activity file was given, so power comes from the tool's default toggle rates.
